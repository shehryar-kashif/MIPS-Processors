**design/flow/run.sh**
```bash
#!/bin/bash
# OpenROAD 26Q1-2900-gdf79404cd8, Yosys 0.63+post, stock flow scripts
make -C /OpenROAD-flow-scripts/flow DESIGN_CONFIG=/design/flow/config.mk WORK_HOME=/design/flow/orfs finish
```
**design/flow/config.mk**
```make
export PLATFORM = sky130hd
export DESIGN_NAME = ALU
export DESIGN_NICKNAME = ALU
export VERILOG_FILES = /design/flow/design.v
export SDC_FILE = /design/flow/constraint.sdc
export NUM_CORES = 4
export LEC_CHECK = 1
export CORE_UTILIZATION = 50
```
**design/flow/design.v**
```verilog
module ALU(opcode, opnd1, opnd2, out, zeroFlag, overflow);  
  input [3:0] opcode;  
  input [31:0] opnd1, opnd2;  
  output [31:0] out;  
  output reg zeroFlag;  
  output overflow;  
  reg [32:0] out_intmd;  
  always @ (*)  
    begin  
      case(opcode)  
        4'b0000: out_intmd <= opnd1 + opnd2;  
        4'b0001: out_intmd <= opnd1 - opnd2;  
        4'b0010: out_intmd <= opnd1 * opnd2;  
        4'b0011: out_intmd <= opnd1 & opnd2;  
        4'b0100: out_intmd <= opnd1 | opnd2; 
        default: out_intmd <= opnd1 + opnd2; 
      endcase  
    end 
  always @ (out)  
    begin  
      if (out == 0)  
        zeroFlag <= 1;  
      else  
        zeroFlag <= 0;  
    end  
  assign overflow = out_intmd[32];  
  assign out = out_intmd[31:0]; 
endmodule
```
**design/flow/constraint.sdc**
```tcl
current_design ALU

set clk_period 25.3
set clk_io_pct 0.2

create_clock -name clk0 -period $clk_period

set non_clock_inputs [all_inputs -no_clocks]
set_input_delay [expr $clk_period * $clk_io_pct] -clock clk0 $non_clock_inputs
set_output_delay [expr $clk_period * $clk_io_pct] -clock clk0 [all_outputs]
```
==> results.toml <==
# implementation run metrics
[placed_design]
placedCellCount = 3038
place.gp.congestion = 1.004
numPortBuffers = 102
dp_hpwl_um = 48900

[detailed_routing]
wl_um = 65120
routedWlPerCell_um = 21.44
viasPerCell = 5.631
ant_nets = 0
diodes = 0
post-route-drc-count = 2
num_vias = 17110
drt_iter0_drc = 981
drt_pass1_iterations = 47

[global_routing]
grtUsageTotal = 0.3503
grt_pass1_wl_um = 104100
grt_overflow_total = 0
antenna_found_initial = 1
grt_pass1_vias = 18050
grt_start_max_net_pins = 41

[yosys]
ys_cells = 2501
syn_avg_cell_area_um2 = 8.354
largest_area_cell = "fa_1"
syn_inst = 2501
ys_types = 89
yosys_area_um2 = 20890
topCellsByArea = "fa_1, and2_1, ha_1"
yosysWarnings = 1
synth-seq-area-share = 0
top_area_frac = 0.4206
synth_area_um2 = 20890

[timing]
rsz0062_at_grt = "false"
period_used_share = 0.7388
tightest_slew_ns = 0.8282
timing.setup.tns_ns = 0
final-hold-violation-count = 0
slew_viol_final = 0
period_needed_ns = 18.69
setup_viol = 0
relSlewSlack = 0.4428
max_freq_ghz = 0.05350

[worst_setup_path]
worstSetupEndpointType = "output port"
slowest_stage = "fa_1"
crit_family = "adder cells"
cpPeakStageDelay_ns = 0.53
worst-path-buf-inv = 7
crit_path_frequent_cell = "fa_1"
arrival_ns = 13.63
critPathKind = "input port to output port"
cp-start-kind = "input port"
required_ns = 20.24
worstPathMaxFanout = 23
critPathLaunch = "opnd1[12]"

[clocking]
ctsHoldBuffers = 0
cts_setup_buffers = 0
cts_resized = 0

[floorplanning]
fp_util = 0.5094
num_rows = 74
chipArea_um2 = 42610
core_area_um2 = 41020
die_x_um = 206.4
dieHeight_um = 206.4
pin_count = 102

[cells_and_area]
ff_latch_area_um2 = 0
nClkBuffers = 0
nFillCells = 3789
fin_cells = 3038
mi_logic_area_um2 = 18670
area_growth_pct = 7.402
ff_count = 0
drive_above_1_share = 0.03831

[run_status]
violations = "design-rule violations"
status = "finished with violations"

[flow_run]
maxCapViolCount = 0
warnings = 34

[worst_hold_path]
hp-class = "input port to output port"
hold_start = "opnd2[28]"
==> worst paths after layout <==
check	to	slack [ns]	depth (start not counted)
worst max-delay path	zeroFlag	6.61	27
worst min-delay path	out[28]	11.48	5
==> area by class of cell <==
class	instances	area share
inverters	430	0.07193
repair buffers	165	0.06657
multi-input cells	1911	0.8318
well taps	532	0.02966
==> stage by stage <==
step / utilization / hold slack, ns / setup WS [ns] / area, um^2
6_report: 0.5471 / 11.48 / 6.607 / 22440
4_1_cts: 0.5471 / 11.47 / 6.529 / 22440
3_3_place_gp: 0.5471 / 11.46 / 6.722 / 22440
2_1_floorplan: - / 10.21 / 8.340 / 20890
5_1_grt: 0.5471 / 11.53 / 6.056 / 22440
3_5_place_dp: 0.5471 / 11.46 / 6.554 / 22440
==> cells in the mapped netlist (5+ instances only) <==
library cell and number:
o21bai_1 8, buf_2 8, nor4_1 11, a22oi_1 10, buf_1 7, inv_1 430, xor2_1 45, fa_1 439
a21o_1 16, o31ai_1 13, nand3_1 16, and2_1 319, and3_1 9, a222oi_1 6, clkbuf_1 142, o21ai_1 8
o21ai_0 61, o211ai_1 12, a31oi_1 11, o22ai_1 6, nor3b_1 8, nor3_1 17, nor2b_1 9, mux2i_1 12
or3_1 9, o21a_1 7, ha_1 159, nand2b_1 13, nand4_1 7, a221o_1 5, nand2_1 347, a211oi_1 10
a221oi_1 6, xnor2_1 77, a21oi_1 65, nor2_1 67
==> tightest hold or removal path, delay by kind of cell <==
kind	cells	cell delay, ns
AOI/OAI and AO/OA	2	0.27
buffers and inverters	3	1.09
==> layout by cell type (no fill, tap or decap), drive strengths merged, types with 8 or more instances in the layout <==
cell type and n:
xnor2 77, xor2 45, o21ai 69, a21oi 66
a21o 17, a211oi 13, nor3b 8, buf 63
o211ai 13, ha 159, nor4 12, nor2 67
inv 430, nor2b 9, fa 439, o21bai 8
a31oi 12, nand2 347, or3 10, and3 9
a22oi 10, mux2i 12, nand2b 13, nand3 16
nor3 17, o31ai 15, clkdlybuf4s50 102, and2 321
==> cell families after synthesis <==
kind of cell,count (synthesis),synth area share
AND-OR/OR-AND,315,0.1077
XOR/XNOR,122,0.05114
adder cells (fa/ha/maj),598,0.5158
buffers and inverters,590,0.1074
multiplexers,14,0.006827
AND/OR/NAND/NOR,862,0.2112
==> per-layer routing <==
layer | wire length, um | GRT usage | up-vias
met5 | 0 | 0 | -
met4 | 1807 | 0.07379 | 0
met3 | 7669 | 0.1342 | 87
met2 | 28820 | 0.5069 | 830
met1 | 26830 | 0.5260 | 8410
li1 | - | - | 7781
