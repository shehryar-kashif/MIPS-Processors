[flow/config.mk]
export PLATFORM = sky130hd
export DESIGN_NAME = DataMem
export DESIGN_NICKNAME = DataMem
export VERILOG_FILES = /design/flow/design.v
export SDC_FILE = /design/flow/constraint.sdc
export NUM_CORES = 4
export LEC_CHECK = 1
export CORE_UTILIZATION = 50
[flow/constraint.sdc]
current_design DataMem

set clk_period 3.4
set clk_io_pct 0.2

create_clock -name clk0 -period $clk_period [get_ports {clk}]

set non_clock_inputs [all_inputs -no_clocks]
set_input_delay [expr $clk_period * $clk_io_pct] -clock clk0 $non_clock_inputs
set_output_delay [expr $clk_period * $clk_io_pct] -clock clk0 [all_outputs]
[flow/design.v]
module DataMem(wen,readEn,clk,dataIn,address,dataOut);  
  input wen,readEn,clk; 
  input [31:0] dataIn; 
  input [4:0] address; 
  output reg [31:0] dataOut; 
  reg [31:0] Memory [31:0]; 
  always @ (posedge clk) 
    begin 
      if (wen == 1) 
        Memory[address] <= dataIn; 
    end 
  always @ (*) 
    begin 
      if (readEn == 1) 
        dataOut <= Memory[address]; 
    end 
endmodule
[flow/run.sh]
#!/bin/bash
# OpenROAD 26Q1-2900-gdf79404cd8, Yosys 0.63+post, stock flow scripts
make -C /OpenROAD-flow-scripts/flow DESIGN_CONFIG=/design/flow/config.mk WORK_HOME=/design/flow/orfs finish
==> metrics.cfg <==
[die]
die_y_um=283.4
fp_util=0.5084
io_pins=72
fp-row-count=102
die_area_mm2=0.08029
die_w_um=283.4
core_area_mm2=0.07785

[synthesis]
synth_top_area_share=0.7769
synth.most_common_cell=edfxtp_1
ys.flop_type=edfxtp_1
synthArstFlopShare=0
largest_area_cell=edfxtp_1
enable_flop_cells=1024
yosys-top-cells-area=edfxtp_1 (78%), mux2i_1 (13%), o22ai_1 (4.0%), dlxtp_1 (1.2%), buf_2 (1.0%)
ys_types=23
avgSynthCellArea_um2=18.79
top_cells_by_count=edfxtp_1 (1,024), mux2i_1 (512), o22ai_1 (256)
ys_cells=2107
netlist_area_mm2=0.03958
netlist_instances=2107
ys_area_mm2=0.03958
ys_ff=1056
yosys_warnings=1

[place]
place_inst=3204
port_buffers=71
gp_congestion=0.8853
place_hpwl_um=58290

[final_timing]
hold_viol=0
slew_headroom=0.3686
setup_viol_count_final=0
worst_slew_pin_slew_ns=0.9384
rsz0062_at_grt=no
fin_crit_ns=2.335
untimed_endpoints=64
slew_viol_final=0
fmax_ghz=0.4283
unclocked_regs=32
holdWs_ns=0.5856
fin_crit_sh=0.6868

[worst_hold_path]
worstHoldPathType=in -> reg
min_path_cells=1
hp-start=dataIn[12]
hold_end=Memory[3][12]$_DFFE_PP_

[grt]
grt_max_degree=62
grt_pass1_wl_um=140600
overflow=0
grtUsageTotal=0.2732
antenna_found_initial=2
grt_pass1_vias=20990

[route]
first_pass_iters=5
vias=19990
drc=0
antenna_left=0
wl_per_cell_um=28.35
via_per_inst=5.888
drt_iter0_markers=1265
drt_wl_total_um=96250

[setup_path]
required_ns=3.75
crit_chain=clkdlybuf4s50_1 > or3b_2 > nor2_4 > buf_12
crit_slowest_cell=or3b_2
worst-path-max-fanout=24
cp-start-kind=input port
critPathKind=in -> reg
critPathMaxStageDelay_ns=0.71
end_kind=register
worstPathArrival_ns=2.69

[job]
maxCapViolCount=0
openroad.warnings=27

[layout]
area_delta_synth_final_pct=15.39
drive_gt1_frac=0.1334
instances_no_fill=3395

[power_and_ir_drop]
pwr_density_cell_mw_per_mm2=583.0
finalPower_w=0.02663
power.leakage_nw=15.78
peakVddDrop_uv=482.1

[clock_network]
clk_root_buffer_cell=clkbuf_16
cts_hold_buffers=0
post-cts-setup-buffers=0
cts_tree=built
htreeDepth=3
clkTransAtPathRegs_ns=0.06
cts_buffers=102
cts.repair.resized=0
ctsLongestPathBuffers=3

[run_status]
status=completed

==> stage by stage <==
stage               utilization  cell area (um^2)  worst slack, ns  TNS, ns
floorplan                     -             39610         -0.09384   -55.10
global placement         0.5430             42270           0.4211        0
detailed placement       0.5430             42270           0.4026        0
CTS                      0.5866             45670            1.103        0
global route             0.5866             45670            1.005        0
finish                   0.5867             45670            1.065        0
==> worst max-delay path by stage <==
stage	startpoint	end	slack, ns	depth (start not counted)
CTS	wen	Memory[28][17]$_DFFE_PP_	1.10	4
global route	wen	Memory[12][16]$_DFFE_PP_	1.00	4
finish	wen	Memory[12][16]$_DFFE_PP_	1.07	4
==> area by class of cell <==
| class | count | area, um^2 |
|---|---|---|
| timing repair buffer | 183 | 1799 |
| clock buffer | 121 | 2624 |
| antenna | 1 | 2.502 |
| multi-input combinational | 925 | 7941 |
| fill | 5577 | 32180 |
| tap | 1040 | 1301 |
| clock inverter | 69 | 774.5 |
| sequential | 1056 | 31230 |
==> power breakdown <==
group	leakage [nW]	internal, W	total (W)	switching (W)
registers	9.47	0.0141	0.0141	0.0000414
logic	4.65	0.000445	0.00128	0.000833
clock network	1.65	0.00655	0.0112	0.00466
==> cell usage in the layout (no fill, tap or decap), drive strengths merged <==
master,instances
or3b,3
nor2,29
edfxtp,1024
clkinvlp,5
dlxtp,32
diode,1
nand4bb,6
or4b,4
clkdlybuf4s50,66
bufinv,13
nand3,2
nor4,64
inv,6
or3,1
nand3b,4
nand4b,4
nand4,1
mux2i,512
or4,1
buf,117
nor3,4
clkbuf,121
nand2,34
clkinv,45
o22ai,256
==> per-layer routing <==
metal / share of wire / track usage / vias up / routed length [um]
met5: 0.000073 / 0 / - / 7
met1: 0.34 / 0.3761 / 9863 / 33040
met3: 0.15 / 0.1689 / 166 / 13980
li1: - / - / 8908 / -
met2: 0.48 / 0.4033 / 1051 / 46420
met4: 0.029 / 0.06054 / 2 / 2816
==> cells by family after synthesis <==
group                  after synthesis  share of synthesized area
flip-flops                        1024                     0.7769
multiplexers                       512                     0.1295
AND-OR/OR-AND                      256                    0.04046
AND/OR/NAND/NOR                    157                    0.02276
buffers and inverters              126                    0.01830
latches                             32                    0.01214
==> critical path: cells and delay by family <==
family        cells  cell delay (ns)
simple gates      2             1.13
buf+inv           2             0.84
==> state kept, by name, indices dropped and copies added, names as in the netlist <==
register and count:
dataOut 32, Memory 1024
No activity file was given, so power comes from the tool's default toggle rates.
